==> design.v <==
package FPUTypes;
typedef struct packed {
    logic sign;
    logic [7:0] expo;
    logic [7:0] offs;
    logic [23:0] mant;
} FAddDataPath;
typedef struct packed {
    FAddDataPath lhs;
    FAddDataPath rhs;
    logic is_subtraction;
    logic prec_loss;
    logic res_is_nan;
    logic [31:0] nan;
} FAddStage1RegPath;
typedef struct packed {
    logic is_subtraction;
    logic [26:0] adder_lhs;
    logic [26:0] adder_rhs;
    logic lhs_sign;
    logic [7:0] lhs_expo;
    logic [7:0] lhs_offs;
    logic [24:0] suber_result;
    logic [4:0] lz_count;
    logic prec_loss;
    logic res_is_nan;
    logic [31:0] nan;
} FAddStage2RegPath;
typedef struct packed {
    logic [7:0] expo;
    logic [9:0] v_expo;
    logic [22:0] mant;
} FMulDataPath;
typedef struct packed {
    FMulDataPath lhs;
    FMulDataPath rhs;
    logic [9:0] virtual_expo;
    logic result_sign;
    logic subnormal;
    logic res_is_zero;
    logic res_is_nan;
    logic res_is_inf;
    logic [31:0] nan;
} FMulStage1RegPath;
typedef struct packed {
    logic [47:0] multiplier_result;
    logic [5:0] subnormal_shift;
    logic [9:0] virtual_expo;
    logic result_sign;
    logic subnormal;
    logic res_is_zero;
    logic res_is_nan;
    logic res_is_inf;
    logic [31:0] nan;
} FMulStage2RegPath;
typedef struct packed {
    logic [9:0] v_expo;
    logic [22:0] v_mant;
} FDivDataPath;
typedef struct packed {
    FDivDataPath lhs;
    FDivDataPath rhs;
    logic [9:0] virtual_expo;
    logic result_sign;
    logic subnormal;
    logic dividend_normalize;
    logic res_is_zero;
    logic res_is_nan;
    logic res_is_inf;
    logic [31:0] nan;
    logic [26:0] rem;
    logic [23:0] quo;
} FDivRegPath;
typedef struct packed {
    logic inp_sign;
    logic [8:0] v_expo;
    logic [23:0] v_mant;
    logic res_is_zero;
    logic res_is_nan;
    logic res_is_inf;
    logic [31:0] nan;
    logic [26:0] rem;
    logic [25:0] quo;
} FSQRTRegPath;
typedef struct packed {
    logic [9:0]  v_lhs_expo;
    logic [9:0]  v_rhs_expo;
    logic [23:0] v_lhs_mant;
    logic [23:0] v_rhs_mant;
    logic [9:0] virtual_expo;
    logic is_divide;
    logic result_sign;
    logic lhs_sign;
    logic subnormal;
    logic res_is_zero;
    logic res_is_nan;
    logic res_is_inf;
    logic [31:0] nan;
    logic [26:0] rem;
    logic [25:0] quo;
} FDivSqrtRegPath;
typedef struct packed {
    logic [9:0] mulres_expo;
    logic result_is_inf;
    logic result_is_nan;
    logic res_is_addend;
    logic mul_sign;
    logic prop_inf_sign;
    logic addend_sign;
    logic is_subtract;
    logic [31:0] nan;
    logic [31:0] addend;
} FMAStage1RegPath;
typedef struct packed {
    logic [9:0] mulres_expo;
    logic result_is_inf;
    logic result_is_nan;
    logic res_is_addend;
    logic mul_sign;
    logic prop_inf_sign;
    logic addend_sign;
    logic is_subtract;
    logic [31:0] nan;
    logic [31:0] addend;
} FMAStage2RegPath;
typedef struct packed {
    logic [75:0] abs_fma_result;
    logic [9:0] mulres_expo;
    logic res_is_negative;
    logic result_is_inf;
    logic result_is_nan;
    logic res_is_zero;
    logic res_is_addend;
    logic result_sign;
    logic prop_inf_sign;
    logic addend_sign;
    logic is_subtract;
    logic [31:0] nan;
    logic [31:0] addend;
} FMAStage3RegPath;
typedef struct packed {
    logic [75:0] abs_fma_result;
    logic [7:0] fmares_shift;
    logic [9:0] virtual_expo;
    logic subnormal;
    logic res_is_negative;
    logic result_is_inf;
    logic result_is_nan;
    logic res_is_zero;
    logic res_is_addend;
    logic result_sign;
    logic prop_inf_sign;
    logic addend_sign;
    logic is_subtract;
    logic [31:0] nan;
    logic [31:0] addend;
} FMAStage4RegPath;
endpackage
package MicroArchConf;
localparam CONF_FETCH_WIDTH = 2;
localparam CONF_DECODE_WIDTH = CONF_FETCH_WIDTH;       
localparam CONF_RENAME_WIDTH = CONF_FETCH_WIDTH;       
localparam CONF_DISPATCH_WIDTH = CONF_FETCH_WIDTH;     
localparam CONF_COMMIT_WIDTH = 2;     
localparam CONF_PSCALAR_NUM = 64;
localparam CONF_PSCALAR_FP_NUM = 64;
localparam CONF_ISSUE_QUEUE_ENTRY_NUM = 16;
localparam CONF_ACTIVE_LIST_ENTRY_NUM = 64;
localparam CONF_REPLAY_QUEUE_ENTRY_NUM = 20;
    localparam CONF_INT_ISSUE_WIDTH = 2;
    localparam CONF_COMPLEX_ISSUE_WIDTH = 1;
localparam CONF_LOAD_ISSUE_WIDTH = 1;        
localparam CONF_STORE_ISSUE_WIDTH = 1;       
    localparam CONF_MEM_ISSUE_WIDTH = 2;
    localparam CONF_STORE_ISSUE_LANE_BEGIN = CONF_LOAD_ISSUE_WIDTH;     
    localparam CONF_FP_ISSUE_WIDTH = 0;
localparam CONF_LOAD_QUEUE_ENTRY_NUM = 16;   
localparam CONF_STORE_QUEUE_ENTRY_NUM = 16;  
localparam CONF_BTB_ENTRY_NUM = 1024;
localparam CONF_PHT_ENTRY_NUM = 2048;
localparam CONF_BRANCH_GLOBAL_HISTORY_BIT_WIDTH = 10;    
localparam CONF_MDT_ENTRY_NUM = 1024;    
localparam CONF_DCACHE_WAY_NUM = 2;
localparam CONF_DCACHE_INDEX_BIT_WIDTH = 9 - $clog2(CONF_DCACHE_WAY_NUM);   
localparam CONF_DCACHE_LINE_BYTE_NUM = 8;     
localparam CONF_DCACHE_MSHR_NUM = 2;   
localparam CONF_ICACHE_WAY_NUM = 2;
localparam CONF_ICACHE_INDEX_BIT_WIDTH = 9 - $clog2(CONF_ICACHE_WAY_NUM);
localparam CONF_ICACHE_LINE_BYTE_NUM = 8;     
endpackage : MicroArchConf
import BasicTypes::*;
module FlipFlop #( parameter FF_WIDTH = 32, parameter RESET_VALUE = 0 )
(
    output logic [FF_WIDTH-1:0] out,
    input  logic [FF_WIDTH-1:0] in,
    input  logic clk, 
    input  logic rst
);
    logic [FF_WIDTH-1:0] body;
    always_ff@( posedge clk )            
    begin
        if( rst == 1 )                   
            body <= RESET_VALUE;
        else
            body <= in;
    end
    assign out = body;
endmodule : FlipFlop
module FlipFlopWE #( parameter FF_WIDTH = 32, parameter RESET_VALUE = 0 )
(
    output logic [FF_WIDTH-1:0] out,
    input  logic [FF_WIDTH-1:0] in,
    input  logic we,  
    input  logic clk, 
    input  logic rst
);
    logic [FF_WIDTH-1:0] body;
    always_ff@( posedge clk )            
    begin
        if( rst == 1 )                   
            body <= RESET_VALUE;
        else if( we )                    
            body <= in;
        else
            body <= body;
    end
    assign out = body;
endmodule : FlipFlopWE
==> run.sh <==
#!/bin/bash
# OpenROAD 26Q1-2900-gdf79404cd8, Yosys 0.63+post, stock flow scripts
make -C /OpenROAD-flow-scripts/flow DESIGN_CONFIG=/design/flow/config.mk WORK_HOME=/design/flow/orfs finish
==> config.mk <==
export PLATFORM = sky130hd
export DESIGN_NAME = FlipFlopWE
export DESIGN_NICKNAME = FlipFlopWE
export VERILOG_FILES = /design/flow/design.v
export SDC_FILE = /design/flow/constraint.sdc
export NUM_CORES = 4
export LEC_CHECK = 1
export CORE_AREA = 10 10 91 91
export DIE_AREA = 0 0 101 101
==> constraint.sdc <==
current_design FlipFlopWE

set clk_period 1.1
set clk_io_pct 0.2

create_clock -name clk0 -period $clk_period [get_ports {clk}]

set non_clock_inputs [all_inputs -no_clocks]
set_input_delay [expr $clk_period * $clk_io_pct] -clock clk0 $non_clock_inputs
set_output_delay [expr $clk_period * $clk_io_pct] -clock clk0 [all_outputs]
==> flow_metrics.py <==
# Flow results
metrics = {
    "place": {
        "gp_congestion": 0.666,
        "portBuffers": 66,
        "dpl_cell_area_um2": 1890,
        "pre_cts_ws_ns": -0.0341,
        "hpwl_mm": 2.30,
    },
    "floorplanning": {
        "placementRows": 29,
        "num_io_pins": 67,
        "fp-utilization_pct": 18.3,
        "die_h_um": 101,
        "design.core.area_um2": 6350,
        "fp.dieW_um": 101,
        "die-area_um2": 10200,
    },
    "route": {
        "wl_mm": 3.11,
        "vias": 937,
        "dr.first_iter.drc_count": 8,
        "drt.antenna.violating_nets": 0,
        "avgViaCountPerCell": 3.76,
        "wire_per_inst_um": 12.5,
        "drc": 0,
        "diodes": 0,
        "drt_first_pass_iters": 4,
    },
    "clock_network": {
        "cts_buffer_depth": 2,
        "ctsHtreeMaxLevel": 2,
        "path_clk_slew_ns": 0.06,
        "cts_tree": "yes",
        "cts_buffers": 5,
        "clkLatencyLatePin_ns": 0.27,
        "cts_setup_buffers": 0,
        "cts_root_buf": "clkbuf_8",
        "numClockSinks": 32,
    },
    "synth": {
        "synthDistinctLibCells": 6,
        "synth_flops": 32,
        "syn_inst": 103,
        "avgSynthCellArea_um2": 11.3,
        "synth_stat.cells": 103,
        "ys_chip_area_um2": 1160,
        "yosys_warnings": 2,
        "synth_seq_share_pct": 55.1,
        "synth_area_um2": 1160,
    },
    "job": {
        "drv_cap": 0,
        "warning_count": 25,
    },
    "global_routing": {
        "grt_max_degree": 33,
        "use_met1_pct": 7.97,
        "grtUsageTotal_pct": 5.82,
        "use_met3_pct": 2.56,
        "busiest_layer": "met2",
        "grt_pass1_wl_mm": 4.84,
        "met2_usage_pct": 8.30,
        "gr-total-overflow": 0,
        "antenna_found_initial": 0,
        "first_global_vias": 907,
    },
    "cells_and_area": {
        "area_growth_pct": 71.0,
        "final_cell_mix": "clkdlybuf4s50_1 (33), mux2i_1 (32), nor2_1 (32), dfxtp_2 (30), dlygate4sd2_1 (30)",
        "lay_top_count": "clkdlybuf4s50_1",
        "fill_cells": 667,
        "drive_above_1_share_pct": 23.8,
        "top_register": "body",
        "finalInstanceArea_um2": 1990,
        "largest_register_ffs": 32,
        "top_regs": "body x32",
    },
    "final_timing": {
        "slew-limit-headroom_pct": 90.4,
        "fin_crit_ns": 1.05,
        "max_freq_ghz": 0.953,
        "finalClockPeriodUsage_pct": 95.3,
        "clock_skew_ns": 0,
        "tightestPinTransition_ns": 0.140,
        "setup_viol": 0,
        "setup_tns_ns": 0,
        "drv_slew": 0,
        "fin_ws_ns": 0.0512,
        "hold_viol_final": 0,
        "rsz0062_at_grt": "false",
    },
    "critical_path": {
        "worstReg2RegStart": "body[7]",
        "crit_start": "body[30]",
        "critPathMaxStageDelay_ns": 0.31,
        "critPathKind": "reg2out",
        "crit_required_ns": 0.88,
        "path_buffers": 1,
        "crit_chain": "dlygate4sd2_1",
        "critical_path.max_fanout": 2,
        "start_kind": "register",
        "worstSetupEndpointType": "output pin",
        "cp_top_family": "flip-flops",
        "cp_slowest_cell": "dfxtp_1",
        "arrival_ns": 0.83,
    },
    "power_and_ir_drop": {
        "p_per_area_nw_per_um2": 1310,
        "ir_worst_vdd_uv": 416,
        "p_leak_nw": 0.960,
        "finalPower_mw": 2.60,
    },
    "run_status": {
        "status": "finished clean",
    },
    "worst_hold_path": {
        "min_from": "we",
        "hold_class": "in2reg",
    },
}
==> final timing paths <==
kind | slack [ns] | cells past startpoint | to
max reg2reg | 0.50 | 2 | body[7]
min reg2reg | 0.48 | 2 | body[3]
max | 0.05 | 1 | out[30]
min | 0.46 | 4 | body[11]
==> Yosys cell counts <==
cell type / count / area (um^2)
mux2i_1: 32 / 320
clkbuf_1: 3 / 11.3
nor2_1: 32 / 120
dfxtp_1: 32 / 641
buf_6: 1 / 11.3
buf_12: 3 / 60.1
==> stage by stage <==
step | util [%] | cells | hold WS, ns
after floorplan | - | 103 | 0.292
after global placement | 29.8 | 242 | 0.472
after detailed placement | 29.8 | 242 | 0.479
after CTS | 31.3 | 249 | 0.448
after global routing | 31.3 | 249 | 0.464
final | 31.3 | 249 | 0.458
==> repair_timing <==
| item | CTS | global route |
|---|---|---|
| hold buffers | 0 | 0 |
| cloned | 0 | 0 |
| endpoints found under the setup margin | 32 | 2 |
| gates resized | 62 | 2 |
==> where the power goes <==
part           switching (mW)  leakage (nW)  total (mW)  internal [mW]
registers              0.0293         0.275        1.27           1.24
logic                   0.114         0.635       0.367          0.254
clock network           0.404        0.0503       0.960          0.557
total                   0.547         0.960        2.60           2.05
==> cell families after synthesis <==
kind of cell | count (synthesis) | synth area share, %
muxes | 32 | 27.5
DFF | 32 | 55.1
and+or+nand+nor | 32 | 10.3
buffers and inverters | 7 | 7.10
==> layer usage <==
| layer | part of all wire (%) | routed length [um] |
|---|---|---|
| met5 | 0 | 0 |
| met3 | 10 | 324 |
| met4 | 2.0 | 63 |
| met2 | 42 | 1310 |
| met1 | 45 | 1400 |
==> final cells by class <==
cell class | count | area (um^2) | share of cell area, %
well taps | 77 | 96.3 | 4.84
flip-flops and latches | 32 | 678 | 34.1
multi-input cells | 64 | 440 | 22.1
clock buffers | 7 | 96.3 | 4.84
repair buffers | 69 | 678 | 34.1
No activity file was given, so power comes from the tool's default toggle rates.
