**flow/config.mk**
```make
export PLATFORM = sky130hd
export DESIGN_NAME = Multiplier
export DESIGN_NICKNAME = Multiplier
export VERILOG_FILES = /design/flow/design.v
export SDC_FILE = /design/flow/constraint.sdc
export NUM_CORES = 4
export LEC_CHECK = 1
export CORE_UTILIZATION = 30
```
**flow/constraint.sdc**
```tcl
current_design Multiplier

set clk_period 30.4
set clk_io_pct 0.2

create_clock -name clk0 -period $clk_period

set non_clock_inputs [all_inputs -no_clocks]
set_input_delay [expr $clk_period * $clk_io_pct] -clock clk0 $non_clock_inputs
set_output_delay [expr $clk_period * $clk_io_pct] -clock clk0 [all_outputs]
```
**flow/design.v**
```verilog
package FPUTypes;
typedef struct packed {
    logic sign;
    logic [7:0] expo;
    logic [7:0] offs;
    logic [23:0] mant;
} FAddDataPath;
typedef struct packed {
    FAddDataPath lhs;
    FAddDataPath rhs;
    logic is_subtraction;
    logic prec_loss;
    logic res_is_nan;
    logic [31:0] nan;
} FAddStage1RegPath;
typedef struct packed {
    logic is_subtraction;
    logic [26:0] adder_lhs;
    logic [26:0] adder_rhs;
    logic lhs_sign;
    logic [7:0] lhs_expo;
    logic [7:0] lhs_offs;
    logic [24:0] suber_result;
    logic [4:0] lz_count;
    logic prec_loss;
    logic res_is_nan;
    logic [31:0] nan;
} FAddStage2RegPath;
typedef struct packed {
    logic [7:0] expo;
    logic [9:0] v_expo;
    logic [22:0] mant;
} FMulDataPath;
typedef struct packed {
    FMulDataPath lhs;
    FMulDataPath rhs;
    logic [9:0] virtual_expo;
    logic result_sign;
    logic subnormal;
    logic res_is_zero;
    logic res_is_nan;
    logic res_is_inf;
    logic [31:0] nan;
} FMulStage1RegPath;
typedef struct packed {
    logic [47:0] multiplier_result;
    logic [5:0] subnormal_shift;
    logic [9:0] virtual_expo;
    logic result_sign;
    logic subnormal;
    logic res_is_zero;
    logic res_is_nan;
    logic res_is_inf;
    logic [31:0] nan;
} FMulStage2RegPath;
typedef struct packed {
    logic [9:0] v_expo;
    logic [22:0] v_mant;
} FDivDataPath;
typedef struct packed {
    FDivDataPath lhs;
    FDivDataPath rhs;
    logic [9:0] virtual_expo;
    logic result_sign;
    logic subnormal;
    logic dividend_normalize;
    logic res_is_zero;
    logic res_is_nan;
    logic res_is_inf;
    logic [31:0] nan;
    logic [26:0] rem;
    logic [23:0] quo;
} FDivRegPath;
typedef struct packed {
    logic inp_sign;
    logic [8:0] v_expo;
    logic [23:0] v_mant;
    logic res_is_zero;
    logic res_is_nan;
    logic res_is_inf;
    logic [31:0] nan;
    logic [26:0] rem;
    logic [25:0] quo;
} FSQRTRegPath;
typedef struct packed {
    logic [9:0]  v_lhs_expo;
    logic [9:0]  v_rhs_expo;
    logic [23:0] v_lhs_mant;
    logic [23:0] v_rhs_mant;
    logic [9:0] virtual_expo;
    logic is_divide;
    logic result_sign;
    logic lhs_sign;
    logic subnormal;
    logic res_is_zero;
    logic res_is_nan;
    logic res_is_inf;
    logic [31:0] nan;
    logic [26:0] rem;
    logic [25:0] quo;
} FDivSqrtRegPath;
typedef struct packed {
    logic [9:0] mulres_expo;
    logic result_is_inf;
    logic result_is_nan;
    logic res_is_addend;
    logic mul_sign;
    logic prop_inf_sign;
    logic addend_sign;
    logic is_subtract;
    logic [31:0] nan;
    logic [31:0] addend;
} FMAStage1RegPath;
typedef struct packed {
    logic [9:0] mulres_expo;
    logic result_is_inf;
    logic result_is_nan;
    logic res_is_addend;
    logic mul_sign;
    logic prop_inf_sign;
    logic addend_sign;
    logic is_subtract;
    logic [31:0] nan;
    logic [31:0] addend;
} FMAStage2RegPath;
typedef struct packed {
    logic [75:0] abs_fma_result;
    logic [9:0] mulres_expo;
    logic res_is_negative;
    logic result_is_inf;
    logic result_is_nan;
    logic res_is_zero;
    logic res_is_addend;
    logic result_sign;
    logic prop_inf_sign;
    logic addend_sign;
    logic is_subtract;
    logic [31:0] nan;
    logic [31:0] addend;
} FMAStage3RegPath;
typedef struct packed {
    logic [75:0] abs_fma_result;
    logic [7:0] fmares_shift;
    logic [9:0] virtual_expo;
    logic subnormal;
    logic res_is_negative;
    logic result_is_inf;
    logic result_is_nan;
    logic res_is_zero;
    logic res_is_addend;
    logic result_sign;
    logic prop_inf_sign;
    logic addend_sign;
    logic is_subtract;
    logic [31:0] nan;
    logic [31:0] addend;
} FMAStage4RegPath;
endpackage
package MicroArchConf;
localparam CONF_FETCH_WIDTH = 2;
localparam CONF_DECODE_WIDTH = CONF_FETCH_WIDTH;       
localparam CONF_RENAME_WIDTH = CONF_FETCH_WIDTH;       
localparam CONF_DISPATCH_WIDTH = CONF_FETCH_WIDTH;     
localparam CONF_COMMIT_WIDTH = 2;     
localparam CONF_PSCALAR_NUM = 64;
localparam CONF_PSCALAR_FP_NUM = 64;
localparam CONF_ISSUE_QUEUE_ENTRY_NUM = 16;
localparam CONF_ACTIVE_LIST_ENTRY_NUM = 64;
localparam CONF_REPLAY_QUEUE_ENTRY_NUM = 20;
    localparam CONF_INT_ISSUE_WIDTH = 2;
    localparam CONF_COMPLEX_ISSUE_WIDTH = 1;
localparam CONF_LOAD_ISSUE_WIDTH = 1;        
localparam CONF_STORE_ISSUE_WIDTH = 1;       
    localparam CONF_MEM_ISSUE_WIDTH = 2;
    localparam CONF_STORE_ISSUE_LANE_BEGIN = CONF_LOAD_ISSUE_WIDTH;     
    localparam CONF_FP_ISSUE_WIDTH = 0;
localparam CONF_LOAD_QUEUE_ENTRY_NUM = 16;   
localparam CONF_STORE_QUEUE_ENTRY_NUM = 16;  
localparam CONF_BTB_ENTRY_NUM = 1024;
localparam CONF_PHT_ENTRY_NUM = 2048;
localparam CONF_BRANCH_GLOBAL_HISTORY_BIT_WIDTH = 10;    
localparam CONF_MDT_ENTRY_NUM = 1024;    
localparam CONF_DCACHE_WAY_NUM = 2;
localparam CONF_DCACHE_INDEX_BIT_WIDTH = 9 - $clog2(CONF_DCACHE_WAY_NUM);   
localparam CONF_DCACHE_LINE_BYTE_NUM = 8;     
localparam CONF_DCACHE_MSHR_NUM = 2;   
localparam CONF_ICACHE_WAY_NUM = 2;
localparam CONF_ICACHE_INDEX_BIT_WIDTH = 9 - $clog2(CONF_ICACHE_WAY_NUM);
localparam CONF_ICACHE_LINE_BYTE_NUM = 8;     
endpackage : MicroArchConf
module Multiplier #(
    parameter BIT_WIDTH = 32
)(
    input  logic signed [   BIT_WIDTH-1:0 ] srcA,
    input  logic signed [   BIT_WIDTH-1:0 ] srcB,
    output logic signed [ 2*BIT_WIDTH-1: 0] dst
);
    assign dst = srcA * srcB;    
endmodule : Multiplier
module SignExtender #( 
    parameter BIT_WIDTH = 32
)(
    input  logic [   BIT_WIDTH-1:0 ] in, 
    input  logic sign,
    output logic [   BIT_WIDTH:0 ] out
);
    always_comb begin
        if (sign) begin
            out = {in[BIT_WIDTH-1], in};
        end
        else begin
            out = {1'b0, in};
        end
    end    
endmodule : SignExtender
module PipelinedMultiplier #(
    parameter BIT_WIDTH = 32,
    parameter PIPELINE_DEPTH = 3
)(
    input  logic clk, stall,
    input  logic [   BIT_WIDTH-1:0 ] srcA,
    input  logic [   BIT_WIDTH-1:0 ] srcB,
    input  logic signA,
    input  logic signB,
    output logic [ 2*BIT_WIDTH-1:0 ] dst
);
    localparam RESULT_PIPELINE_DEPTH = PIPELINE_DEPTH - 2;
    logic signed [ 2*BIT_WIDTH+1:0 ] pipeReg [RESULT_PIPELINE_DEPTH];  
    logic signed [ 2*BIT_WIDTH+1:0 ] mulResult;
    logic signed [ BIT_WIDTH:0 ] exSrcA;
    logic signed [ BIT_WIDTH:0 ] exSrcB;
    logic signed [ BIT_WIDTH:0 ] exSrcA_Reg;
    logic signed [ BIT_WIDTH:0 ] exSrcB_Reg;
    SignExtender #( 
        .BIT_WIDTH(BIT_WIDTH) 
    ) signExtenderA (
        .in(srcA),
        .sign(signA),
        .out(exSrcA)
    );
    SignExtender #( 
        .BIT_WIDTH(BIT_WIDTH) 
    ) signExtenderB (
        .in(srcB),
        .sign(signB),
        .out(exSrcB)
    );
    generate 
        if (!(PIPELINE_DEPTH > 2)) begin 
            RSD_STATIC_ASSERT_FAILED non_existing_module(); 
        end 
    endgenerate;
    always_comb begin
        (* use_dsp48 = "yes" *)
        mulResult = exSrcA_Reg * exSrcB_Reg;    
        dst = pipeReg[RESULT_PIPELINE_DEPTH-1][2*BIT_WIDTH-1:0];
    end
    always_ff @(posedge clk) begin
        if (stall) begin
            exSrcA_Reg <= exSrcA_Reg;
            exSrcB_Reg <= exSrcB_Reg;
            for ( int i = 0; i < RESULT_PIPELINE_DEPTH; i++) begin
                pipeReg[i] <= pipeReg[i];
            end
        end
        else begin
            exSrcA_Reg <= exSrcA;
            exSrcB_Reg <= exSrcB;
            pipeReg[0] <= mulResult;
            for ( int i = 1; i < RESULT_PIPELINE_DEPTH; i++) begin
                pipeReg[i] <= pipeReg[i-1];
            end
        end
    end
    initial begin
        for ( int i = 0; i < PIPELINE_DEPTH-1; i++)
            pipeReg[i] <= '0;
    end
endmodule : PipelinedMultiplier
```
**flow/run.sh**
```bash
#!/bin/bash
# OpenROAD 26Q1-2900-gdf79404cd8, Yosys 0.63+post, stock flow scripts
make -C /OpenROAD-flow-scripts/flow DESIGN_CONFIG=/design/flow/config.mk WORK_HOME=/design/flow/orfs finish
```
==> metrics.cfg <==
[run_status]
run_status = completed

[timing]
worst_slew_pin_slew_ns = 1.10
tns_ns = 0
drv_slew = 0
setup_viol = 0
max_freq_ghz = 0.0471
rsz0062_at_grt = no
fin_crit_ns = 21.21
period_used_pct = 69.8
hold_violations = 0
slew_headroom_pct = 26.0

[synthesis]
ys_seq_share_pct = 0
mappedNetlistArea_mm2 = 0.0362
yosysChipArea_mm2 = 0.0362
ys_types = 61
syn_avg_cell_area_um2 = 9.35
yosysWarnings = 0
synthCells = 3876
ys_cells = 3876

[die]
top_level_ports = 128
coreArea_mm2 = 0.120
fp-utilization_pct = 30.2
die_w_um = 350
die_h_um = 350
die_area_mm2 = 0.122
num_rows = 127

[detailed_routing]
drc = 0
final_antenna_net_count = 0
drtIter0Drc = 868
wirelength_um = 98200
post_drt_wl_per_cell_um = 17.9
vias_per_cell = 4.58
drt-pass1-iter-count = 5
vias = 25100

[global_routing]
antenna_found_initial = 2
grt_usage_pct = 17.9
grt_pass1_vias = 28000
grt_max_degree = 33
gr-total-overflow = 0
grt_pass1_wl_um = 158000

[pwr]
power_switching_mw = 14.3
p_leak_nw = 19.2
sw_frac_of_total_pct = 51.7
vdd_drop_max_mv = 2.97
intPower_mw = 13.4
p_per_area_mw_per_mm2 = 706

[clock_network]
post_cts_buffers = 0
cts_resized = 0
cts_hold_buf = 0

[final_layout]
lay_top_count = fa_1
drive_gt1_share_pct = 2.43
final_cell_mix = fa_1, inv_1, nand2_1
ff_latch_area_um2 = 0
fin_area_mm2 = 0.0393
seq_cells = 0
area_growth_syn_to_layout_pct = 8.37
nClkBuffers = 0

[placed_design]
postPlaceCellArea_mm2 = 0.0393
place_congestion = 0.925
dp.final_hpwl_um = 79800
portBuffers = 128

[worst_setup_path]
crit_path_max_fanout = 32
start_kind = input port
worstPathArrival_ns = 15.13
critical_path_class = in -> out
cp.required_ns = 24.32
endpoint_kind = output pin

[job]
warnings = 32
maxCapViolCount = 0

[worst_hold_path]
hp-class = in -> out

area by class of cell:
cell class                      instances  area, µm²
Tap cell                             1612       2020
Fill cell                           12200      80600
Inverter                              957       3590
Timing Repair Buffer                  197       1800
Multi-Input combinational cell       2715      31800
Antenna cell                            2       5.00
worst paths after layout:
check / end / cells past startpoint / start
hold / removal: dst[0] / 4 / srcB[0]
setup / recovery: dst[51] / 24 / srcA[23]
metal layers:
layer	wire length, µm	track usage (%)	up-vias
met5	0	0	-
met4	3190	4.56	0
met3	9970	7.58	131
met2	50400	29.9	940
met1	34600	21.5	13000
li1	-	-	11000
cell families after synthesis:
kind of cell	count (synthesis)	synth area share (%)
fa+ha+maj	1266	66.1
buf+inv	1161	12.1
xor+xnor	70	1.69
simple gates	1168	16.2
compound gates	211	3.82
synthesized netlist by cell type, types with 3 or more instances:
cell type  instances  share of area (%)
a21o_2             3              0.073
clkbuf_1         197                2.0
xnor2_1           47                1.1
and2_1           513                8.9
and4_1             6               0.15
o221ai_1           3              0.073
and2_2             5               0.10
nor2_1            54               0.56
fa_1            1082                 60
o21ai_1            5              0.069
o21a_1             6               0.12
o21ai_0           43               0.59
and3_1             6               0.10
nor2b_1            5              0.086
a211oi_1           8               0.17
xor2_1            23               0.56
a31oi_1            8               0.14
buf_1              3              0.031
or3_1              4              0.069
nand4_1           11               0.19
nand2b_1          12               0.21
ha_1             184                6.4
nor3_1            11               0.15
a31o_2             3              0.073
nand2_1          518                5.4
buf_6              3              0.093
a21o_1            24               0.50
nand3_1           14               0.19
inv_1            957                9.9
a311oi_1           4              0.097
o21bai_1          15               0.31
a21oi_1           64               0.88
metrics by stage:
| stage | cells | utilization, % | hold WS, ns | worst slack, ns | total power [mW] |
|---|---|---|---|---|---|
| floorplan | 3876 | - | 12.24 | 11.19 | 15.4 |
| global placement | 5481 | 32.8 | 13.42 | 9.29 | 28.3 |
| detailed placement | 5481 | 32.8 | 13.42 | 9.34 | 27.9 |
| CTS | 5481 | 32.8 | 13.42 | 9.26 | 28.3 |
| global route | 5481 | 32.8 | 13.47 | 8.60 | 31.0 |
| finish | 5483 | 32.8 | 13.41 | 9.19 | 27.7 |
power by group through the flow:
stage	clock [mW]	combinational, mW	sequential [mW]
after CTS	0	28.3	0
after global routing	0	31.0	0
worst max-delay path: stages:
cell and delay, ns:
clkdlybuf4s50_1 0.51, buf_4 0.42, nand2_1 0.15, fa_1 0.57, fa_1 0.42, fa_1 0.53, fa_1 0.57, inv_1 0.05
fa_1 0.48, fa_1 0.50, fa_1 0.57, inv_1 0.07, fa_1 0.48, inv_1 0.04, ha_1 0.35, and4_1 0.26
a211o_1 0.26, o221ai_1 0.36, o21ai_0 0.18, o21ai_0 0.88, o21ai_0 0.39, a31oi_1 0.28, xnor2_1 0.17, clkdlybuf4s50_1 0.52
Power figures rest on the tool's default switching activity, not on a simulated workload.
